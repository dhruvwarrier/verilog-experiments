==> design.v <==
`timescale 1ns / 1ns
module alu4(input [2:0] f_select, input [3:0] A, B, output reg [7:0] alu_out);
	wire [3:0] four_bit_zero;
	wire [2:0] three_bit_zero;
	wire [7:0] condition_failed;
	assign four_bit_zero[3:0] = 4'b0000;
	assign three_bit_zero[2:0] = 3'b000;
	assign condition_failed[7:0] = 8'b00000000;
	wire [3:0] ripple_adder_result, ripple_subtractor_result;
	wire adder_overflow;
	reg a_condition, b_condition;  
	ripple_adder4 adder(
		.A(A),
		.B(B),
		.Cin(1'b0),
		.Cout(adder_overflow),
		.S(ripple_adder_result)
	);
	ripple_subtractor4 subtractor(
		.A(A),
		.B(B),
		.S(ripple_subtractor_result)
	);
	always @(*)
	begin
		case(f_select)
			3'b000: alu_out = {three_bit_zero, adder_overflow, ripple_adder_result};
			3'b001: alu_out = {four_bit_zero, A + B};
			3'b010: alu_out = {~(A | B), ~(A & B)};
			3'b011: 
				begin
					if(|A || |B) begin
						alu_out = 8'b11000000;
					end else begin
						alu_out = condition_failed;
					end
				end
			3'b100:
				begin
					case(B)
						4'b1110, 4'b1101, 4'b0111, 4'b1011: b_condition = 1'b1;
						default: b_condition = 1'b0;
					endcase
					if (~^A && |A && ~&A) begin
						a_condition = 1'b1;
					end else begin
						a_condition = 1'b0;
					end
					if (a_condition == 1'b1 && b_condition == 1'b1) begin
						alu_out = 8'b00111111;
					end else begin
						alu_out = condition_failed;
					end
				end
			3'b101: alu_out = {B, ~A};
			3'b110: alu_out = {A ^ B, ~(A ^ B)};
			3'b111:  alu_out = {four_bit_zero, ripple_subtractor_result};
			default: alu_out = condition_failed;
		endcase
	end
endmodule
`timescale 1ns / 1ns
module alu4_main(LEDR, SW, KEY, HEX0, HEX1, HEX2, HEX3, HEX4, HEX5);
	input [7:0] SW;
	input [2:0] KEY;
	output [7:0] LEDR;
	output [6:0] HEX0, HEX1, HEX2, HEX3, HEX4, HEX5;
	wire [3:0] four_bit_zero;
	assign four_bit_zero[3:0] = 4'b0000;
	alu4 alu(
		.f_select(~KEY[2:0]),
		.A(SW[7:4]),
		.B(SW[3:0]),
		.alu_out(LEDR[7:0])
	);
	hex_decoder hex1(.select(four_bit_zero),.seg_out(HEX1[6:0]));
	hex_decoder hex3(.select(four_bit_zero),.seg_out(HEX3[6:0]));
	hex_decoder hex0(
		.select(SW[3:0]),
		.seg_out(HEX0[6:0])
	);
	hex_decoder hex2(
		.select(SW[7:4]),
		.seg_out(HEX2[6:0])
	);
	hex_decoder hex4(
		.select(LEDR[3:0]),
		.seg_out(HEX4[6:0])
	);
	hex_decoder hex5(
		.select(LEDR[7:4]),
		.seg_out(HEX5[6:0])
	);
endmodule
`timescale 1ns / 1ns
module full_adder(input a, b, c_in, output s, c_out);
	wire mux_select;
	assign mux_select = a ^ b;
	mux2to1 mux(
		.x(b),
		.y(c_in),
		.select(mux_select),
		.out(c_out)
	);
	assign s = mux_select ^ c_in;
endmodule
module mux2to1(input x, y, select, output out);
	assign out = (!select & x) | (select & y);
endmodule
`timescale 1ns / 1ns  
module hex_decoder(input [3:0] select, output [6:0] seg_out);
	reg d0, d1, d2, d3, d4, d5, d6, d7, d8, d9, dA, dB, dC, dD, dE, dF;
	always @(*)
		begin
			d0 = !select[3] & !select[2] & !select[1] & !select[0];  
			d1 = !select[3] & !select[2] & !select[1] & select[0];  
			d2 = !select[3] & !select[2] & select[1] & !select[0];  
			d3 = !select[3] & !select[2] & select[1] & select[0];  
			d4 = !select[3] & select[2] & !select[1] & !select[0];
			d5 = !select[3] & select[2] & !select[1] & select[0]; 
			d6 = !select[3] & select[2] & select[1] & !select[0];
			d7 = !select[3] & select[2] & select[1] & select[0];  
			d8 = select[3] & !select[2] & !select[1] & !select[0];
			d9 = select[3] & !select[2] & !select[1] & select[0];
			dA = select[3] & !select[2] & select[1] & !select[0];
			dB = select[3] & !select[2] & select[1] & select[0];
			dC = select[3] & select[2] & !select[1] & !select[0];  
			dD = select[3] & select[2] & !select[1] & select[0];  
			dE = select[3] & select[2] & select[1] & !select[0];  
			dF = select[3] & select[2] & select[1] & select[0];  
		end
	assign seg_out[0] = !(d0 | d2 | d3 | d5 | d6 | d7 | d8 | d9 | dA | dC | dE | dF);
	assign seg_out[1] = !(d0 | d1 | d2 | d3 | d4 | d7 | d8 | d9 | dA | dD);
	assign seg_out[2] = !(d0 | d1 | d3 | d4 | d5 | d6 | d7 | d8 | d9 | dA | dB | dD);
	assign seg_out[3] = !(d0 | d2 | d3 | d5 | d6 | d8 | dB | dC | dD | dE);
	assign seg_out[4] = !(d0 | d2 | d6 | d8 | dA | dB | dC | dD | dE | dF);
	assign seg_out[5] = !(d0 | d4 | d5 | d6 | d8 | d9 | dA | dB | dC | dE | dF);
	assign seg_out[6] = !(d2 | d3 | d4 | d5 | d6 | d8 | d9 | dA | dB | dD | dE | dF);
endmodule
`timescale 1ns / 1ns
module ripple_adder4(input [3:0] A, B, input Cin, output [3:0] S, output Cout);
	wire a0_a1, a1_a2, a2_a3;
	full_adder a0(
		.a(A[0]),
		.b(B[0]),
		.c_in(Cin),
		.s(S[0]),
		.c_out(a0_a1)
	);
	full_adder a1(
		.a(A[1]),
		.b(B[1]),
		.c_in(a0_a1),
		.s(S[1]),
		.c_out(a1_a2)
	);
	full_adder a2(
		.a(A[2]),
		.b(B[2]),
		.c_in(a1_a2),
		.s(S[2]),
		.c_out(a2_a3)
	);
	full_adder a3(
		.a(A[3]),
		.b(B[3]),
		.c_in(a2_a3),
		.s(S[3]),
		.c_out(Cout)
	);
endmodule
`timescale 1ns / 1ns
module ripple_subtractor4(input [3:0] A, B, output reg [3:0] S, output Cout);
	wire [3:0] sum_result, sum_result_comp;
	wire is_positive;
	ripple_adder4 adder(
		.A(A),
		.B(~B),
		.Cin(1'b1),
		.S(sum_result),
		.Cout(is_positive)
	);
	twos_complement4 comp(
		.nibble(sum_result),
		.comp_nibble(sum_result_comp)
	);
	always @(*)
	begin
		if (is_positive) begin
			S = sum_result;
		end else begin
			S = sum_result_comp; 
		end
	end
	assign Cout = is_positive;
endmodule
module twos_complement4(input [3:0] nibble, output [3:0] comp_nibble);
	ripple_adder4 add1(
		.A(~nibble),
		.B(4'b0001),
		.Cin(1'b0),
		.S(comp_nibble)
	);
endmodule
==> run.sh <==
#!/bin/bash
# OpenROAD 26Q1-2900-gdf79404cd8, Yosys 0.63+post, stock flow scripts
make -C /OpenROAD-flow-scripts/flow DESIGN_CONFIG=/design/flow/config.mk WORK_HOME=/design/flow/orfs finish
==> config.mk <==
export PLATFORM = sky130hd
export DESIGN_NAME = alu4_main
export DESIGN_NICKNAME = alu4_main
export VERILOG_FILES = /design/flow/design.v
export SDC_FILE = /design/flow/constraint.sdc
export NUM_CORES = 4
export LEC_CHECK = 1
export CORE_AREA = 10 10 95 95
export DIE_AREA = 0 0 105 105
==> constraint.sdc <==
current_design alu4_main

set clk_period 7.9
set clk_io_pct 0.2

create_clock -name clk0 -period $clk_period

set non_clock_inputs [all_inputs -no_clocks]
set_input_delay [expr $clk_period * $clk_io_pct] -clock clk0 $non_clock_inputs
set_output_delay [expr $clk_period * $clk_io_pct] -clock clk0 [all_outputs]
==> writeup.txt <==
For this design, the CTS-stage hold fixing added 0 buffers. The logs give 0 for the number of pins with negative max-slew slack in the final report and 0 µm² for the total area of sequential cells. Walking the worst path, the cells encountered are clkdlybuf4s50_1, inv_1, ha_1, inv_1, xnor2_1, ha_1, nand3b_1, a21oi_1, mux2i_1, a41oi_2, and2_1, nor3b_1, a21o_1, clkdlybuf4s50_1. STA classifies the critical path endpoint as a primary output. The post-synthesis average cell area was 6.85 µm². The instance count of the mapped netlist was 275. The tool flagged a number of max-cap violations equal to 0. The synthesis log from Yosys contains 3 warnings.

According to the dpl log, the detail-placed design has an HPWL of 4230 µm. The floorplan step records an initial core utilization of 27.3%. 0 antenna diodes ended up in the layout. The first global-routing pass estimated 8940 µm of wire. The tools report the via count of the first global-routing pass as 1,786. The combined global-route utilization of all metal layers is 9.15%. The first detailed-routing pass ran for 6 iterations. With the met3 routed wirelength at 379 µm, the cell count listed in synth_stat.txt is 275. Among cell families on the critical path, the largest total delay comes from buffers and inverters. The share of synthesized area in the top cell type comes to 12.0%. Final-layout fill cell count: 769. The number of antenna violations at the first check in global routing came out at 0. The number of clock buffers in the layout came out at 0. In this run the static leakage power is 0.929 nW. Timing would allow up to 142 MHz. The most frequent logic cell in the layout is clkdlybuf4s50_1.

Per the detail_route report, the via count comes to 1,975. The relative area change from synthesis to final layout is 21.0%, and the final hold violation count is 0. The script parses the final routing iteration and logs DRC violations as 0. The logs give 0 for the total setup violations reported at the end of the flow and 0 ns for the final-layout setup total negative slack. The overall routed net length was 5190 µm.

61 I/O pins were placed. From bottom edge to top edge, the die measures 105 µm. The required time at the worst endpoint is listed as 6.32 ns.

Entering global routing, the biggest net connects 17 pins. Row generation in the floorplan step produced 30 rows. With the largest stage delay on the critical path at 0.79 ns, the part of the cycle the worst path needs is 89.2%. The end-of-flow core utilization was 33.0%; the fraction of final layout cells with drive strength greater than 1 was 4.68%.

The maximum fanout along the worst path came out at 15. Instance area after placement: 2280 µm². The main area contributors are ha_1, buf_4, a21oi_1, mux2i_1, nor2_1.

In the final routed layout, each cell accounts on average for 13.1 µm. Final period demand of the worst path: 7.05 ns. In this run the cell area of the synthesized design comes to 1880 µm². During placement, the flow inserted port buffers numbering 47.

The number of sequential cells reported for the layout is 0. The cell area after layout is 2280 µm². The core region is 6910 µm². The routed design shows a via density per instance of 5.00. After global routing the overflow that remains totals 0.

The classification of the worst-slack hold path is input pin to primary output. The met2 layer wire length in the routed design was 2270 µm; the final weighted congestion in routability-driven placement was 0.887. The slew at the pin with the worst max-slew slack came out at 0.536 ns. The share of synthesized area occupied by flip-flops and latches is 0%. Category of the critical setup timing path: input pin to primary output. In this run, distinct cell masters in the synthesized netlist total 61. Number of buffers inserted to repair setup after CTS: 0. The arrival time of data at the worst endpoint is listed as 5.47 ns. By instance count after routing, the leading logic cell types are clkdlybuf4s50_1, nor2_1, a21oi_1. Highest-delay cell along the critical path: clkdlybuf4s50_1. Setup repair after global routing left no endpoint under its margin. The flow ran to the end, and the final reports show no timing, DRC or antenna violations.

In the final routing, the length of wire on met1 measures 2510 µm. In this run the remaining antenna-violating nets after routing total 0. Across the VDD grid, the largest voltage drop is 18.6 µV.

Count of buffer and inverter cells on the critical path: 4. The launch point of the worst path is SW[2]. The worst hold slack across all endpoints is 4.32 ns, and the worst slew margin relative to its limit is 64.2%. With the number of violations reported at the end of detailed-routing iteration 0 at 121, the width of the die is 105 µm. For this design the ratio of total power to cell area is 81.9 nW/µm². Startpoint kind of the worst setup timing path: an input pin.

The synthesized design spends more area on one cell type than any other, namely ha_1. Per the hold report, the tightest min-delay path originates at SW[5]. The overall die size recorded for this design is 11,000 µm². Post-CTS repair ended up resizing 0 cells.

Summed standard-cell area reported by yosys: 1880 µm². Across all stage logs, warnings added up to 42. The detailed router used layers up to and including met4.
-- routing by layer --
layer | vias to the layer above | track usage [%]
met4 | 0 | 0.490
met3 | 2 | 1.49
met1 | 899 | 13.6
met2 | 69 | 14.1
met5 | - | 0
li1 | 1005 | -
-- where the power goes --
part | total [W] | switching (W) | internal (W)
logic | 0.000187 | 0.0000855 | 0.000101
clock network | 0 | 0 | 0
registers | 0 | 0 | 0
-- cell usage after synthesis (3+ instances only) --
cell type	number
clkbuf_1	7
o22ai_1	6
nor2b_1	4
nand2_1	18
o221ai_1	5
o21ai_0	8
or3_1	3
inv_1	19
nor3_1	10
o21a_1	4
and2_1	3
a211oi_1	4
ha_1	18
o21ai_1	4
xnor2_1	6
nand3_1	8
nor3b_1	4
buf_2	8
mux2i_1	10
buf_4	15
nand2b_1	5
nor2_1	24
a21oi_1	22
xor2_1	4
o211ai_1	3
buf_6	7
a21o_1	4
-- logic make-up after synthesis --
group | after synthesis | synth area share [%]
adders and majority gates | 21 | 14.1
buffers and inverters | 59 | 18.2
AOI/OAI and AO/OA | 83 | 32.4
muxes | 13 | 7.38
xor gates and xnor gates | 10 | 4.65
and+or+nand+nor | 87 | 22.9
other | 2 | 0.399
-- worst paths after layout --
kind / to / cells past startpoint
min: HEX2[2] / 5
max: HEX4[0] / 14
-- layout make-up --
cell class                      instances  area [µm²]  share of cell area, %
Multi-Input combinational cell        228        1590                   69.6
Timing Repair Buffer                   50         493                   21.6
Tap cell                               96         120                   5.27
Inverter                               21        80.1                   3.51
-- metrics by stage --
stage | setup slack (ns) | cells | power [W]
CTS | 0.851 | 395 | 0.000190
global placement | 0.923 | 395 | 0.000189
global route | 0.503 | 395 | 0.000210
detailed placement | 0.862 | 395 | 0.000189
floorplan | 2.28 | 287 | 0.000120
finish | 0.849 | 395 | 0.000187
Power figures rest on the tool's default switching activity, not on a simulated workload.
