==> ./design.v <==
`timescale 1ns/1ns
module processor9 
	(
		input clock,				 
		input resetn, 				 
		input run, 					 
		input [8:0] DIN, 			 
		output done, 				 
		output [8:0] system_bus  
	);
	reg [8:0] instr_reg;
	wire IRin;
	always @(posedge clock)
	begin
		if (!resetn)
			instr_reg <= 0;
		else if (IRin) begin
			instr_reg <= DIN;
		end
	end
	wire [9:0] select_sys_bus_out;
	wire [8:0] select_sys_bus_in;
	wire store_ALU_output;
	wire select_add_subtract;
	control FSM (
		.clock(clock),
		.resetn(resetn),
		.instr(instr_reg),
		.execute(run),
		.select_sys_bus_in(select_sys_bus_in),
		.select_sys_bus_out(select_sys_bus_out),
		.store_ALU_output(store_ALU_output),
		.select_add_subtract(select_add_subtract),
		.load_instruction(IRin),
		.done(done)
	);
	datapath proc (
		.clock(clock),
		.resetn(resetn),
		.select_sys_bus_in(select_sys_bus_in),
		.select_sys_bus_out(select_sys_bus_out),
		.store_ALU_output(store_ALU_output),
		.select_add_subtract(select_add_subtract),
		.data_in(DIN),
		.system_bus(system_bus)
	);
endmodule
module control (input clock, resetn, input [8:0] instr, input execute,
					 output reg [8:0] select_sys_bus_in, output reg [9:0] select_sys_bus_out, 
					 output reg store_ALU_output, select_add_subtract, load_instruction, done);
	localparam T0 = 2'b00,
				  T1 = 2'b01,
				  T2 = 2'b10,
				  T3 = 2'b11;
	reg [1:0] current_state, next_state;
	localparam mv = 3'b000,
				  mvi = 3'b001,
				  add = 3'b010,
				  sub = 3'b011;
	wire [2:0] opcode;
	assign opcode = instr[8:6];
	wire [7:0] X_decoded, Y_decoded;
	decoder_3to8 decode_X (instr[5:3], 1'b1, X_decoded);
	decoder_3to8 decode_Y (instr[2:0], 1'b1, Y_decoded);
	always @(*)
	begin: state_table
		case(current_state)
			T0:
			begin
				if (execute) next_state = T1;
				else next_state = T0;
			end
			T1: 
			begin
				if (done) next_state = T0;
				else next_state = T2;
			end
			T2: next_state = T3;
			T3: next_state = T0;
			default: next_state = T0;
		endcase
	end  
	reg [7:0] Rout;
	reg DINout, Gout;
	reg [7:0] Rin;
	reg Ain;
	always @(*)
	begin: control_signals
		store_ALU_output = 1'b0;
		select_add_subtract = 1'b0;
		load_instruction = 1'b0;
		done = 1'b0;
		Rin = 8'b00000000;
		Rout = 8'b00000000;
		Ain = 1'b0;
		DINout = 1'b0;
		Gout = 1'b0;	
		case(current_state)
			T0: load_instruction = 1'b1;
			T1:
			begin
				case (opcode)
					mv: 
					begin
						Rout = Y_decoded; 	 
						Rin = X_decoded;  	 
						done = 1'b1;
					end
					mvi:
					begin
						DINout = 1'b1;			 
						Rin = X_decoded;		 
						done = 1'b1;
					end
					add, sub:
					begin
						Rout = X_decoded;		 
						Ain = 1'b1;				 
					end
					default: ;
				endcase
			end
			T2:
			begin
				case (opcode)
					add:
					begin
						Rout = Y_decoded;					 
						store_ALU_output = 1'b1;		 
					end
					sub:
					begin
						Rout = Y_decoded;					 
						select_add_subtract = 1'b1;	 
						store_ALU_output = 1'b1;		 
					end
					default: ;
				endcase
			end
			T3:
			begin
				case (opcode)
					add:
					begin
						Gout = 1'b1;			 
						Rin = X_decoded;		 
						done = 1'b1;
					end
					sub:
					begin
						Gout = 1'b1;			 
						Rin = X_decoded;		 
						done = 1'b1;
					end
					default: ;
				endcase
			end
		endcase
	end  
	always @(*)
	begin
		select_sys_bus_in <= {Ain, Rin};
		select_sys_bus_out <= {DINout, Gout, Rout};
	end
	always @(posedge clock)
	begin
		if (!resetn)
			current_state <= T0;
		else
			current_state <= next_state;  
	end
endmodule
module datapath (input clock, resetn, input [8:0] select_sys_bus_in, data_in,
					  input [9:0] select_sys_bus_out, input store_ALU_output, 
					  select_add_subtract, output reg [8:0] system_bus);
	wire [7:0] Rin;  
	assign Rin = select_sys_bus_in[7:0];
	wire Ain;  
	assign Ain = select_sys_bus_in[8];
	reg [8:0] ALU_result;
	wire [8:0] R0, R1, R2, R3, R4, R5, R6, R7, A, G;
	regn reg_0 (system_bus, Rin[0], clock, R0);
	regn reg_1 (system_bus, Rin[1], clock, R1);
	regn reg_2 (system_bus, Rin[2], clock, R2);
	regn reg_3 (system_bus, Rin[3], clock, R3);
	regn reg_4 (system_bus, Rin[4], clock, R4);
	regn reg_5 (system_bus, Rin[5], clock, R5);
	regn reg_6 (system_bus, Rin[6], clock, R6);
	regn reg_7 (system_bus, Rin[7], clock, R7);
	regn reg_A (system_bus, Ain, clock, A);
	always @(*)
	begin
		case (select_sys_bus_out)
			10'b0000000001: system_bus = R0;
			10'b0000000010: system_bus = R1;
			10'b0000000100: system_bus = R2;
			10'b0000001000: system_bus = R3;
			10'b0000010000: system_bus = R4;
			10'b0000100000: system_bus = R5;
			10'b0001000000: system_bus = R6;
			10'b0010000000: system_bus = R7;
			10'b0100000000: system_bus = G;
			10'b1000000000: system_bus = data_in;
			default: system_bus = data_in;
		endcase
	end
	always @(*)
	begin
		if (!select_add_subtract)
			ALU_result <= A + system_bus;  
		else 
			ALU_result <= A - system_bus;  
	end
	regn reg_G (ALU_result, store_ALU_output, clock, G);
endmodule
module decoder_3to8 
	(
		input [2:0] in, 			 
		input enable, 				 
		output reg [7:0] out			 
	);
	always @(*)
	begin
		if (enable) begin
			case (in)
				3'b000: out = 8'b00000001;
				3'b001: out = 8'b00000010;
				3'b010: out = 8'b00000100;
				3'b011: out = 8'b00001000;
				3'b100: out = 8'b00010000;
				3'b101: out = 8'b00100000;
				3'b110: out = 8'b01000000;
				3'b111: out = 8'b10000000;
				default: out = 8'b00000000;
			endcase
		end else
			out = 8'b00000000;
	end
endmodule
module regn (D, Rin, clock, Q);
	parameter n = 9;
	input [n-1:0] D;
	input clock, Rin;
	output reg [n-1:0] Q;
	always @(posedge clock)
		if (Rin)
			Q <= D;
endmodule
==> ./run.sh <==
#!/bin/bash
# OpenROAD 26Q1-2900-gdf79404cd8, Yosys 0.63+post, stock flow scripts
make -C /OpenROAD-flow-scripts/flow DESIGN_CONFIG=/design/flow/config.mk WORK_HOME=/design/flow/orfs finish
==> ./config.mk <==
export PLATFORM = sky130hd
export DESIGN_NAME = processor9
export DESIGN_NICKNAME = processor9
export VERILOG_FILES = /design/flow/design.v
export SDC_FILE = /design/flow/constraint.sdc
export NUM_CORES = 4
export LEC_CHECK = 1
export CORE_UTILIZATION = 40
==> ./constraint.sdc <==
current_design processor9

set clk_period 10.5
set clk_io_pct 0.2

create_clock -name clk0 -period $clk_period [get_ports {clock}]

set non_clock_inputs [all_inputs -no_clocks]
set_input_delay [expr $clk_period * $clk_io_pct] -clock clk0 $non_clock_inputs
set_output_delay [expr $clk_period * $clk_io_pct] -clock clk0 [all_outputs]
==> impl_metrics.tcl <==
# metrics dict for downstream scripts
set metrics [dict create \
    post_route_worst_setup_slack_ps 3950 \
    postCtsSetupRepairBufs 0 \
    synth_cell_type_count 73 \
    muxShareOfSynthArea_pct 3.729 \
    worst-setup-path-type "register to primary output" \
    top_level_ports 22 \
    place.detailed.hpwl_um 9364 \
    io_buffer_count 21 \
    worst_relative_slew_slack_pct 46.00 \
    ff2ff_setup_slack_ps 4570 \
    synthSimpleGateAreaFrac_pct 14.02 \
    cts-htree-levels 4 \
    synthesis.instances 433 \
    synthArstFlopShare_pct 0 \
    largest_area_contributor_in_the_netlist "sky130_fd_sc_hd__edfxtp_1" \
    tritoncts "built" \
    synthesis.area_per_instance_um2 12.86 \
    overflow 0 \
    synthTopCellsByArea "sky130_fd_sc_hd__edfxtp_1, sky130_fd_sc_hd__dfxtp_1, sky130_fd_sc_hd__a22oi_1" \
    routed_wirelength_um 13520 \
    layout.filler_cells 1134 \
    clkLatencyLatePin_ps 410 \
    core_region_area_mm2 0.01340 \
    final_common_cell "sky130_fd_sc_hd__edfxtp_1" \
    aoi_share_pct 14.78 \
    crit_startpoint "instr_reg[8]$_SDFFE_PN0P_" \
    register_bit_count_reported_by_yosys 119 \
    reg2regPathDepth 22 \
    groute.usage.overall_pct 20.92 \
    synthAdderAreaFrac_pct 2.381 \
    synth-seq-area-share_pct 58.94 \
    numCtsBuffers 17 \
    cellPowerDensity_mw_per_mm2 206.2 \
    hold_class "register to register" \
    cts_repair_resize_count 0 \
    cp-start-kind "register" \
    drt_drc_violations_left 0 \
    drt_pass1_iterations 5 \
    worst-endpoint-arrival_ps 4450 \
    critical_path_peak_fanout 12 \
    power.leakage_nw 2.350 \
    setup_tns_ps 0 \
    status "finished clean" \
    hold_viol 0 \
    ant_nets 0 \
    drv_slew 0 \
    mostFrequentLayoutCells "sky130_fd_sc_hd__edfxtp_1, sky130_fd_sc_hd__dfxtp_1, sky130_fd_sc_hd__nor2_1" \
    floorplan.die_area_mm2 0.01440 \
    grt_start_max_net_pins 17 \
    crit_path_end_kind "primary output" \
    die_w_um 120.0 \
    ys_area_mm2 0.005570 \
    detailedRoute.firstIterationViolations 329 \
    cts_hold_buf 0 \
    synth-edff-count 90 \
    cells_after_dpl 617 \
    finish.utilization_pct 49.13 \
    setup-violations-final 0 \
    min_period_over_period_pct 62.38 \
    top_logic_kind "AND-OR/OR-AND gates" \
    setup.worst_path.end "system_bus[0]" \
    ys_sh_xor_pct 2.673 \
    worst_reg2reg_startpoint "instr_reg[8]$_SDFFE_PN0P_" \
    route.antenna.diode_count 0 \
    path_clk_slew_ps 60 \
    layout_min_cycle_time_ps 6550 \
    r2r-end "proc.reg_G.Q[8]$_DFFE_PP_" \
    worst-endpoint-required_ps 8400 \
    routed-via-count 3654 \
    detail_route.wl_per_cell_um 20.84 \
    setup_repair_after_global_routing_missed_its_margin "no" \
    grt_first_pass_wirelength_um 20890 \
    worst_ir_drop_vdd_v 0.0001382 \
    post_synth_instance_area_mm2 0.005570 \
    synth_warnings 5 \
    layout-drive-gt1-share_pct 12.90 \
    drv_cap 0 \
    synth-cells-yosys 433 \
    fin_area_mm2 0.006584 \
    vias_in_the_first_global_route 3639 \
    clock_tree.buffer_depth 2 \
    cell_area_reported_after_detailed_placement_mm2 0.005938 \
    yosysTopAreaCellShare_pct 48.52 \
    placement_setup_slack_ps 4448 \
    grt_antenna_before_repair 0 \
    tool_warnings 25 \
    avgViaCountPerCell 5.630 \
    fin_skew_ps 8.263 \
    rows 42 \
    fp.dieH_um 120.0 \
    yosys_most_used_dff "sky130_fd_sc_hd__edfxtp_1" \
    floorplan.core_util_pct 41.57 \
    area_growth_pct 18.19 \
    numClockSinks 119 \
    clockRootBuffer "sky130_fd_sc_hd__clkbuf_16" \
    place.gp.congestion 0.8691 \
    instances_no_fill 649 \
    maxClockFrequency_ghz 0.1527 \
    tightest_slew_ps 803.8 \
]
-- report_power, final --
part           internal, mW  switching [mW]
Sequential            0.536          0.0112
Clock                 0.444           0.195
Combinational        0.0711           0.101
Total                  1.05           0.307
-- cell families after synthesis --
logic type	after synthesis
fa+ha+maj	10
buf+inv	41
xor+xnor	17
mux	19
flops	119
compound gates	99
simple gates	128
-- worst min path at each step --
stage | from | to | slack, ps | depth (start not counted)
5_1_grt | FSM.current_state[2]$_DFF_P_ | FSM.current_state[1]$_DFF_P_ | 540 | 2
4_1_cts | FSM.current_state[2]$_DFF_P_ | FSM.current_state[1]$_DFF_P_ | 510 | 2
6_report | FSM.current_state[2]$_DFF_P_ | FSM.current_state[1]$_DFF_P_ | 510 | 2
-- critical path, cell delays in order (launching register included) --
cell,delay (ps)
sky130_fd_sc_hd__dfxtp_1,580
sky130_fd_sc_hd__nand2b_1,220
sky130_fd_sc_hd__or2_1,460
sky130_fd_sc_hd__inv_2,260
sky130_fd_sc_hd__a32oi_1,630
sky130_fd_sc_hd__nor4_4,150
sky130_fd_sc_hd__a221o_1,400
sky130_fd_sc_hd__a211oi_1,400
sky130_fd_sc_hd__inv_1,80
sky130_fd_sc_hd__mux2_2,400
sky130_fd_sc_hd__clkdlybuf4s50_1,440
-- stage by stage --
step	hold WS [ps]	power, mW
global route	544.0	1.406
floorplan	436.0	0.6732
detailed placement	499.8	0.7265
global placement	496.3	0.7258
finish	514.4	1.358
CTS	508.9	1.363
-- cell usage after synthesis (3+ instances only) --
master / number
sky130_fd_sc_hd__and2_1: 11
sky130_fd_sc_hd__xnor2_1: 12
sky130_fd_sc_hd__and3_1: 6
sky130_fd_sc_hd__o2bb2ai_1: 3
sky130_fd_sc_hd__o22ai_2: 3
sky130_fd_sc_hd__mux2i_1: 13
sky130_fd_sc_hd__nor3_1: 10
sky130_fd_sc_hd__nor4b_2: 3
sky130_fd_sc_hd__nor3b_1: 4
sky130_fd_sc_hd__nor2b_1: 10
sky130_fd_sc_hd__xor2_1: 5
sky130_fd_sc_hd__a21oi_1: 11
sky130_fd_sc_hd__a221oi_1: 3
sky130_fd_sc_hd__edfxtp_1: 90
sky130_fd_sc_hd__buf_6: 4
sky130_fd_sc_hd__clkbuf_1: 8
sky130_fd_sc_hd__ha_1: 9
sky130_fd_sc_hd__nor4_4: 3
sky130_fd_sc_hd__a21o_1: 3
sky130_fd_sc_hd__a211oi_1: 5
sky130_fd_sc_hd__a22oi_1: 23
sky130_fd_sc_hd__o22a_1: 3
sky130_fd_sc_hd__a22o_1: 4
sky130_fd_sc_hd__nand2_1: 19
sky130_fd_sc_hd__nor2_1: 24
sky130_fd_sc_hd__nor4_1: 5
sky130_fd_sc_hd__nand3_1: 7
sky130_fd_sc_hd__dfxtp_1: 29
sky130_fd_sc_hd__o21ai_0: 5
sky130_fd_sc_hd__o22ai_1: 6
sky130_fd_sc_hd__nand2b_1: 9
sky130_fd_sc_hd__mux2_2: 3
sky130_fd_sc_hd__inv_1: 23
sky130_fd_sc_hd__nand4_1: 4
-- metal layers --
metal / track usage [%] / part of all wire, % / routed length (um)
met1: 31.32 / 44 / 5891
met2: 28.95 / 43 / 5823
met3: 10.24 / 11 / 1425
met4: 4.844 / 2.8 / 381
met5: 0 / 0 / 0
-- final cells by class --
class                           count  area (um2)  area share (%)
Multi-Input combinational cell    273        2105           31.97
Sequential cell                   119        3283           49.87
Clock inverter                      9       197.7           3.003
Clock buffer                       23       447.9           6.804
Timing Repair Buffer               25       240.2           3.649
Tap cell                          176       220.2           3.345
Inverter                           24       90.09           1.368
Power is estimated from default activity; no workload was simulated.
