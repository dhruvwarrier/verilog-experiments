$ cat flow/constraint.sdc
current_design morse_encoder_main

set clk_period 5.6
set clk_io_pct 0.2

create_clock -name clk0 -period $clk_period [get_ports {CLOCK_50}]

set non_clock_inputs [all_inputs -no_clocks]
set_input_delay [expr $clk_period * $clk_io_pct] -clock clk0 $non_clock_inputs
set_output_delay [expr $clk_period * $clk_io_pct] -clock clk0 [all_outputs]
$ cat flow/config.mk
export PLATFORM = sky130hd
export DESIGN_NAME = morse_encoder_main
export DESIGN_NICKNAME = morse_encoder_main
export VERILOG_FILES = /design/flow/design.v
export SDC_FILE = /design/flow/constraint.sdc
export NUM_CORES = 4
export LEC_CHECK = 1
export CORE_UTILIZATION = 40
$ cat flow/run.sh
#!/bin/bash
# OpenROAD 26Q1-2900-gdf79404cd8, Yosys 0.63+post, stock flow scripts
make -C /OpenROAD-flow-scripts/flow DESIGN_CONFIG=/design/flow/config.mk WORK_HOME=/design/flow/orfs finish
$ cat flow/design.v
`timescale 1ns / 1ns
module full_adder(input a, b, c_in, output s, c_out);
	wire mux_select;
	assign mux_select = a ^ b;
	mux2to1 mux(
		.x(b),
		.y(c_in),
		.select(mux_select),
		.out(c_out)
	);
	assign s = mux_select ^ c_in;
endmodule
module mux2to1(input x, y, select, output out);
	assign out = (!select & x) | (select & y);
endmodule
`timescale 1ns / 1ns
module flipflop(input data_in, clock, reset, output reg q_out);
	always @(posedge clock)
	begin
		if (reset == 1'b1) begin
			q_out <= 0;
		end else begin
			q_out <= data_in;
		end
	end
endmodule
`timescale 1ns / 1ns
module shift_flipflop(input right, left, load_left, D, parallel_loadn, clock, reset, output q_out);
	wire adjacent_bit, data_to_flipflop;
	mux2to1 load_left_right_bit(
		.x(right),
		.y(left),
		.select(load_left),
		.out(adjacent_bit)
	);
	mux2to1 load_data_parallel(
		.x(D),
		.y(adjacent_bit),
		.select(parallel_loadn),
		.out(data_to_flipflop)
	);
	flipflop ff (
		.data_in(data_to_flipflop),
		.q_out(q_out),
		.clock(clock),
		.reset(reset)
	);
endmodule
`timescale 1ns/1ns
module morse_encoder(input [2:0] letter, input start_encode, clock, reset, output morse_code);
	wire [15:0] bit_pattern;
	wire [15:0] shifted_bit_pattern;
	wire clock_reduced_freq;
	lookup_letter lookup_table(.letter(letter),.bit_pattern(bit_pattern));
	reg parallel_loadn;
	always @(start_encode)
	begin
		if (start_encode == 1'b1)
			parallel_loadn <= 0;
		else if (start_encode == 1'b0)
			parallel_loadn <= 1;
	end
	rate_divider divide_freq(
		.clock_in(clock),
		.clear_b(1'b1),
		.enable(1'b1),
		.D(26'b01011111010111100001000000), 
		.clock_out(clock_reduced_freq)
	);
	shift_register16 shift_16 (
		.DATA_IN(bit_pattern),
		.ParallelLoadn(parallel_loadn),
		.RotateRight(1'b0),
		.LSRight(1'b0),
		.clock(clock_reduced_freq),
		.reset(reset),
		.Q_out(shifted_bit_pattern)
	);
	assign morse_code = shifted_bit_pattern[15];
endmodule
module lookup_letter(input [2:0] letter, output reg [15:0] bit_pattern);
	always @(*)
	begin
		case(letter)
			3'b000: bit_pattern = 16'b1010100000000000;  
			3'b001: bit_pattern = 16'b1110000000000000;  
			3'b010: bit_pattern = 16'b1010111000000000;  
			3'b011: bit_pattern = 16'b1010101110000000;  
			3'b100: bit_pattern = 16'b1011101110000000;  
			3'b101: bit_pattern = 16'b1110101011100000;  
			3'b110: bit_pattern = 16'b1110101110111000;  
			3'b111: bit_pattern = 16'b1110111010100000;  
			default: bit_pattern = 16'b0;
		endcase
	end
endmodule
`timescale 1ns/1ns
module morse_encoder_main(SW, KEY, LEDR, CLOCK_50);
	input [2:0] SW;
	input [1:0] KEY;
	output [1:0] LEDR;
	input CLOCK_50;
	morse_encoder encoder(
		.letter(SW[2:0]),
		.start_encode(~KEY[1]),
		.clock(CLOCK_50),
		.reset(~KEY[0]),
		.morse_code(LEDR[0])
	);
endmodule
`timescale 1ns/1ns
module rate_divider(input clock_in, clear_b, enable, input [25:0] D, output clock_out);
	reg [25:0] Q_out;
	always @(posedge clock_in)
	begin
		if(clear_b == 1'b0)  
			Q_out <= 0;
		else if (Q_out == 26'b0)  
			Q_out <= D - 26'b1;
		else if (enable == 1'b1)  
			Q_out <= Q_out - 1;
	end
	assign clock_out = (Q_out == 26'b0) ? 1 : 0;
endmodule
`timescale 1ns / 1ns
module shift_register16(input [15:0] DATA_IN, input ParallelLoadn, RotateRight, LSRight, clock, reset, output [15:0] Q_out);
	wire [17:0] Q_out_buffer;
	generate
		genvar i;  
		for (i=1; i<17; i=i+1) begin: gen_ff
			shift_flipflop shift_ff(
				.parallel_loadn(ParallelLoadn),
				.load_left(RotateRight),
				.D(DATA_IN[i-1]),
				.q_out(Q_out_buffer[i]),
				.left(Q_out_buffer[i+1]),
				.right(Q_out_buffer[i-1]),
				.clock(clock),
				.reset(reset)
			);
			assign Q_out[i-1] = Q_out_buffer[i];
		end
	endgenerate
	assign Q_out_buffer[0] = Q_out[15];
	mux2to1 enable_ls_right(
		.x(Q_out[0]),
		.y(1'b0),
		.select(LSRight),
		.out(Q_out_buffer[17])
	);
endmodule
==> summary.txt <==
run metrics: CTS tree=built, pwr dens=164.7 nW/um^2, Hold WC Path Type=flip-flop to flip-flop, Post-Synth XOR/XNOR Area=0.08241, Post-synth EDFFs=0, most frequent CP cell=or4_1, Area Growth Syn to Fin=8.094%, most common cell after layout, fill and taps aside=dfxtp_1, most frequent cells in the layout=dfxtp_1, nor2_1, nand2_1, Synth Seq Share=0.4945, I/O Pins=8, final number of max-transition violations=0, Tcrit/Tclk final=0.4555, Initial DRC Count=50, NetSw=~0.062 mW, Adder Share, Synth=0.007358, VDD IR max=0.1045 mV, Hold WS=0.4356 ns, post-route ant nets=0, distinct lib cells=38, DP Area=approximately 1800 sq um, initial antenna violation count=0, area of the die=4516 sq um, GRT Total Usage=0.1426, measured slew at the worst slew-check pin=0.6330 ns, clk latency of the worst-skew pair=0.26 ns, # diodes=0, # DRC=0, f_max=roughly 390 MHz, proportion of layout cells with a drive suffix above 1=0.06417, syn avg cell area=9.241 sq um, cell area after layout=around 1800 sq um, RSZ-0062 raised after global routing=no, cells along the critical path=or4_4, or4_1, or4_1, mux2_1, Net Sw Frac=0.2059, grt total ovfl=0, clk buf depth=2, wire length per cell=12.37 microns, final core utilization=0.4562, FP Rows=23, cell count after synthesis=184, Init Core Util=0.4220, Async S/R FF share, synth=0, Place WS=3.083 ns, yosys simple share=0.2701, Leakage=0.7267 nW, WS Path Type=flip-flop to flip-flop, Core Footprint=4029 sq um, Synth Register Bits=42, drt first pass iters=4, Power Total=0.3027 mW, GPL Wtd Cong=0.9089, Logic family by area=simple AND/OR/NAND/NOR gates, min Tclk post-route=approximately 2.6 ns, part of the power in registers=0.612, yosys synthesis chip area=approximately 1700 sq um, Pint=0.2404 mW, Reg2Reg Launch Point=encoder.divide_freq.Q_out[9], final setup margin=between 3 and 4 ns, AO/OA Area Share=0.1015, yosys warns=5, Rel. slew slack=0.5745, total setup buffers inserted after CTS=0, vias=1263, status=completed, largest net degree at the start of global routing=25, Multiplexer share=0.01325, slowest cell on the critical path=or4_1, max-capacitance violation count=0, port bufs=6, Synth Cell Area=1700 sq um, CP arrival=2.70 ns, hold-fix buffers at CTS=0, PostCTS Resize Cnt=0, TritonCTS Buffers=3, Critical Path RT=5.75 ns, fill cell count=372, H-tree depth=1, height of the die=67.20 microns, crit path launch=encoder.divide_freq.Q_out[9], yosys cell count=roughly 180, Post-synth top flop=dfxtp_1, slowest stage delay, CP=about 0.67 ns, endpoints left unconstrained=17, final hold viol count=0, CP Capture Type=flip-flop, # placed instances=234, min-delay src=encoder.divide_freq.Q_out[0], vias per cell=between 5 and 6, final setup TNS=0 ns, count of tool warnings=25, Startpoint Class=flip-flop, Post-Layout Cell Count=~240, skew final=0.002596 ns, Clock Power Share=0.336, first-pass GRT wire length=approximately 4900 microns, vias in the first global route=1121, combinational power share=0.052, Setup-failing EPs final=0, register pins left without a clock=16, Worst-path clk slew=around 0.08 ns, Die X=67.20 microns, CTS root buffer=clkbuf_8, dpl hpwl=2104 microns, Post-Route WL=2932 microns, critical path peak fanout=11
path summary, 6_finish.rpt:
path	end	cells after the start	slack, ns
worst max-delay path	encoder.divide_freq.Q_out[23]	4	3.05
worst min-delay path	encoder.divide_freq.Q_out[0]	1	0.44
worst max register to register	encoder.divide_freq.Q_out[23]	4	3.05
worst min register to register	encoder.divide_freq.Q_out[0]	1	0.44
layout make-up:
| cell class | instances | area (sq um) | share of cell area |
|---|---|---|---|
| clock buffer | 3 | 41.29 | 0.02246 |
| inverter | 4 | 15.01 | 0.008169 |
| multi-input combinational | 131 | 810.8 | 0.4411 |
| sequential | 42 | 840.8 | 0.4575 |
| tap | 50 | 62.56 | 0.03404 |
| timing repair buffer | 7 | 67.56 | 0.03676 |
Yosys cell counts, types with 2 or more instances:
| master | number | area (sq um) |
|---|---|---|
| xor2_1 | 8 | 70.07 |
| and2_1 | 3 | 18.77 |
| nand4_1 | 3 | 18.77 |
| o21ai_0 | 11 | 55.05 |
| nand2_1 | 14 | 52.55 |
| o31ai_1 | 2 | 15.01 |
| nand2b_1 | 2 | 12.51 |
| and3_1 | 3 | 18.77 |
| inv_1 | 3 | 11.26 |
| nand4b_1 | 3 | 26.28 |
| nand3_1 | 6 | 30.03 |
| or2_2 | 2 | 12.51 |
| nor4_1 | 7 | 43.79 |
| or3_1 | 4 | 25.02 |
| or4_1 | 6 | 45.04 |
| a21boi_0 | 3 | 22.52 |
| o21a_1 | 2 | 15.01 |
| nor2b_1 | 3 | 18.77 |
| a21oi_1 | 8 | 40.04 |
| nor3_1 | 6 | 30.03 |
| clkbuf_1 | 5 | 18.77 |
| buf_4 | 2 | 15.01 |
| dfxtp_1 | 42 | 840.8 |
| xnor2_1 | 8 | 70.07 |
| nor2_1 | 15 | 56.30 |
layer usage:
layer | global-route usage | up-vias | wire [microns]
met5 | 0 | - | 0
met4 | 0.01596 | 0 | 14
met3 | 0.01370 | 2 | 86
met2 | 0.2375 | 20 | 1343
met1 | 0.2133 | 584 | 1488
li1 | - | 657 | -
worst max-delay path, delay by kind of cell, from the launching register on:
family | cells | cell delay, ns
and+or+nand+nor | 3 | 1.75
muxes | 1 | 0.33
DFF | 1 | 0.36
kinds of logic after synthesis:
logic type	after synthesis
xor gates and xnor gates	16
AOI/OAI and AO/OA	29
other	1
muxes	2
adders and majority gates	1
buffers and inverters	11
DFF	42
and+or+nand+nor	82
power by group through the flow:
stage                 logic (mW)  registers [mW]  clock network (mW)
after CTS                 0.0161           0.185               0.105
final                     0.0159           0.185               0.102
after global routing      0.0183           0.185               0.112
registers in the layout, indices dropped and copies added, names as in the netlist:
signal                                     count
encoder.shift_16.gen_ff.shift_ff.ff.q_out     16
encoder.divide_freq.Q_out                     26
No activity file was given, so power comes from the tool's default toggle rates.
